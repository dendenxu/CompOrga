==> /design/flow/design.v <==
`timescale 1ns / 1ps
module multi_register_files(
	clk, rst,
	AddrA, AddrB, AddrC,
	DataA, DataB, DataC,
	WriteAddr, WriteData, WriteEN
);
	input  wire clk, rst, WriteEN;
	input  wire [ 4:0] AddrA, AddrB, AddrC, WriteAddr;
	input  wire [31:0] WriteData;
	output wire [31:0] DataA, DataB, DataC;
	reg  [31:0] mem[31:0];
	integer i;
	initial 
	begin
		for (i = 0; i < 32; i = i + 1)
			mem[i] = 32'd0;
	end
	assign DataA = mem[AddrA];
	assign DataB = mem[AddrB];
	assign DataC = mem[AddrC];
	always @(posedge clk or posedge rst)
		if (rst)
		begin
			mem[0]  = {32{1'b0}};
			mem[1]  = {32{1'b0}};
			mem[2]  = {32{1'b0}};
			mem[3]  = {32{1'b0}};
			mem[4]  = {32{1'b0}};
			mem[5]  = {32{1'b0}};
			mem[6]  = {32{1'b0}};
			mem[7]  = {32{1'b0}};
			mem[8]  = {32{1'b0}};
			mem[9]  = {32{1'b0}};
			mem[10] = {32{1'b0}};
			mem[11] = {32{1'b0}};
			mem[12] = {32{1'b0}};
			mem[13] = {32{1'b0}};
			mem[14] = {32{1'b0}};
			mem[15] = {32{1'b0}};
			mem[16] = {32{1'b0}};
			mem[17] = {32{1'b0}};
			mem[18] = {32{1'b0}};
			mem[19] = {32{1'b0}};
			mem[20] = {32{1'b0}};
			mem[21] = {32{1'b0}};
			mem[22] = {32{1'b0}};
			mem[23] = {32{1'b0}};
			mem[24] = {32{1'b0}};
			mem[25] = {32{1'b0}};
			mem[26] = {32{1'b0}};
			mem[27] = {32{1'b0}};
			mem[28] = {32{1'b0}};
			mem[29] = {32{1'b0}};
			mem[30] = {32{1'b0}};
			mem[31] = {32{1'b0}};
		end
		else if (WriteEN)
			mem[WriteAddr] = WriteData;
endmodule
==> /design/flow/run.sh <==
#!/bin/bash
# OpenROAD 26Q1-2900-gdf79404cd8, Yosys 0.63+post, stock flow scripts
make -C /OpenROAD-flow-scripts/flow DESIGN_CONFIG=/design/flow/config.mk WORK_HOME=/design/flow/orfs finish
==> /design/flow/config.mk <==
export PLATFORM = sky130hd
export DESIGN_NAME = multi_register_files
export DESIGN_NICKNAME = multi_register_files
export VERILOG_FILES = /design/flow/design.v
export SDC_FILE = /design/flow/constraint.sdc
export NUM_CORES = 4
export LEC_CHECK = 1
export CORE_UTILIZATION = 40
==> /design/flow/constraint.sdc <==
current_design multi_register_files

set clk_period 11.6
set clk_io_pct 0.2

create_clock -name clk0 -period $clk_period [get_ports {clk}]

set non_clock_inputs [all_inputs -no_clocks]
set_input_delay [expr $clk_period * $clk_io_pct] -clock clk0 $non_clock_inputs
set_output_delay [expr $clk_period * $clk_io_pct] -clock clk0 [all_outputs]
==> results_slide.txt <==
Physical Implementation Snapshot

Final timing
  • Maximum achievable frequency: 98.5 MHz
  • Fraction of the cycle the final worst path needs: 87.5%
  • Setup Skew: 0 ns
  • Hold Fails Final Rpt: 0
  • Post-Route Hold Slack: 0.556 ns
  • Final critical-path required period: 10.15 ns
  • Slew margin rel.: 16.1%
  • Number of failing setup endpoints in the final timing report: 0
  • Unrepaired setup endpoints after global routing: false
  • Worst slew pin tran: 1.25 ns
  • Setup ws final: 1.45 ns
  • Slew Limit Fails: 0

Drt
  • Avg Vias per Cell: 8.18
  • Detail-routed net length per standard cell: 57.4 um
  • Overall routed net length: 434 mm
  • Pre-Repair DR Iteration Count: 25
  • Drc violations: 0
  • Antenna-violating nets left: 0
  • Total number of vias: 61900
  • Number of design-rule violations left by the first detailed-router iteration: 8954

Floorplan
  • Die span in x: 383 um
  • Number of placement rows: 139
  • Core Area: 0.144 mm2
  • Boundary Pins: 151
  • DIE AREA: 0.146 mm2
  • Floorplan utilization: 40.4%
  • Die Ht: 383 um

Worst setup path
  • Arrival time at the worst endpoint: 7.83 ns
  • R2r worst-path depth: 1
  • Required time at the endpoint of the critical path: 9.28 ns
  • Critical setup path kind: primary input to output port
  • Flop2flop setup slack: 10.51 ns
  • Crit path launch type: primary input
  • Startpoint of the worst register-to-register path: mem[21][2]
  • Highest net fanout along the worst path: 38
  • Crit path capture type: output port
  • Destination of the worst register-to-register timing path: mem[21][2]

Yosys
  • Proportion of synthesized flip-flops having asynchronous set or reset: 100%
  • Most used flip-flop cell after synthesis: dfrtp_1
  • Yosys synthesis chip area: 0.0580 mm2
  • Post-synth design cell area: 0.0580 mm2
  • Sequential-to-total area share from yosys stat: 44.2%
  • Post-synth tally of flip-flops with integrated enable: 0
  • Cells in synth_stat.txt: 5391
  • Synthesized registers: 1024
  • Avg Inst Size Synth: 10.8 um2
  • Number of distinct library cells after synthesis: 74
  • Post-synthesis cell count: 5391
  • Number of warnings reported in the yosys synthesis log: 2

Job
  • Total tool warning count: 33
  • Number of max-capacitance violations reported: 0

Clock network
  • Count of hold-fix buffers inserted at cts: 0
  • Post-cts sizing count: 0
  • Deepest level of the CTS H-tree: 3
  • Number of clock buffers inserted by TritonCTS: 115
  • Clock Sink Count: 1024
  • Clk ins delay skew pair: 0.78 ns
  • Master cell of the clock root buffer: clkbuf_16
  • Maximum number of buffers from clock root to sink: 3
  • Clock edge transition at the registers on the reported setup and hold paths: 0.06 ns
  • TritonCTS clock tree: yes
  • Total setup buffers inserted after CTS: 0

Global route
  • Maximum number of pins on one net before global-route repair: 111
  • Global routing met3 resource utilization: 43.4%
  • GRT Overall Usage: 61.1%
  • Congestion Overflow GR: 0
  • First-pass GRT wire length: 567 mm
  • Via count of the first global-routing pass: 58400
  • Met1 routing resource usage after global routing: 73.0%
  • Initial antenna violation count: 44
  • Routing layer with the top usage in global route: met2
  • Met2 usage in global routing: 75.4%

Finish
  • Final instance count without filler cells: 7565
  • Fraction of final layout cells with drive strength greater than 1: 31.6%
  • Share of the core filled with cells: 46.8%
  • Synth-to-layout area growth: 16.0%
  • Count of fill cells added during filler insertion: 13200
  • Post-route cell area: 0.0673 mm2
  • Number of flip-flops in the largest register: 1024

Pwr
  • Maximum vdd drop: 0.152 mV
  • Power per cell area: 167 mW/mm2
  • Leak pwr: 28.4 nW

Worst hold path
  • Origin of the worst min-delay path: mem[4][9]
  • Hold/Removal Path Class: register to register
  • Destination of the worst hold path: mem[4][9]
  • Worst hold stages: 1

Place
  • Pre-CTS setup slack: 2.03 ns
  • Instance area at placement: 0.0630 mm2
  • Port Buffer Count: 150
  • Final Wtd Congestion: 1.12
  • Placed cell count: 7279
  • Half-perimeter wire length of the detailed placement result: 275 mm

Outcome
  • Outcome: complete, no violations
==> synthesized netlist by cell type (all sizes together), types with 9 or more instances <==
master / number / share of area, %
nor2: 262 / 1.9
o32a: 19 / 0.33
a221oi: 46 / 0.71
nand3b: 9 / 0.17
dfrtp: 1024 / 44
a2bb2oi: 12 / 0.18
nand4: 157 / 1.7
nor4: 47 / 0.51
buf: 292 / 2.5
o21ai: 43 / 0.37
a22oi: 1148 / 15
a2111oi: 14 / 0.21
nand2b: 21 / 0.23
a32oi: 26 / 0.39
nor2b: 21 / 0.23
or3: 14 / 0.15
a21oi: 112 / 0.97
and4: 9 / 0.14
a31oi: 27 / 0.29
mux2i: 57 / 0.98
inv: 14 / 0.091
nand2: 339 / 2.2
mux2: 1047 / 20
a22o: 55 / 0.83
and2: 9 / 0.097
nor3: 100 / 0.86
or3b: 9 / 0.14
nand3: 84 / 0.73
a222oi: 40 / 0.69
clkbuf: 241 / 1.6
==> power by group <==
part,switching [mW],internal (mW)
combinational,0.994,0.908
sequential,1.17,4.26
clock,1.69,2.23
total,3.85,7.39
==> cells in the final DEF (no fill, tap or decap), types with 57 or more instances in the layout <==
cell             count
dfrtp_1           1024
nor2_4             105
nand4_1            157
clkbuf_16          115
buf_4              362
nand2_1            323
a21oi_1            112
mux2i_1             57
mux2_2            1042
nand3_1             79
nor2_1             149
a22oi_1           1148
diode_2             75
clkdlybuf4s50_1    137
nor3_1              97
==> critical path, cell delays in order <==
cell and delay, ns:
buf_2 0.33, buf_4 0.65, nand3b_1 1.01, nor2_4 1.24
buf_4 0.75, a32oi_1 0.13, nand4_1 0.14, nor3_1 0.06
a31oi_1 0.46, clkdlybuf4s50_1 0.58
==> metrics by stage <==
stage	setup TNS, ns	power [mW]
3_5_place_dp	0	7.19
2_1_floorplan	-4949.95	5.94
4_1_cts	0	11.1
6_report	0	11.2
3_3_place_gp	0	7.19
5_1_grt	0	11.4
==> how the worst max path moves through the flow <==
| stage | start | endpoint | slack, ns | cells after the start |
|---|---|---|---|---|
| finish | AddrB[2] | DataB[9] | 1.45 | 10 |
| CTS | AddrB[2] | DataB[9] | 2.02 | 10 |
| global route | AddrB[2] | DataB[9] | 1.82 | 10 |
==> kinds of logic (layout without fill, tap and decap cells) <==
| logic type | after synthesis | in the layout | share of synthesized area (%) |
|---|---|---|---|
| and+or+nand+nor | 1109 | 1109 | 9.44 |
| muxes | 1106 | 1106 | 21.4 |
| DFF | 1024 | 1024 | 44.2 |
| other | 0 | 75 | 0 |
| buffers and inverters | 547 | 743 | 4.20 |
| AOI/OAI and AO/OA | 1605 | 1605 | 20.8 |
==> layer usage <==
metal	vias up	wire, um
met3	2477	77400
met4	52	42700
met5	-	1690
li1	21400	-
met2	6920	163000
met1	31000	149000
==> cell type report <==
cell class | instances | area [um2] | area share [%]
Timing Repair Buffer | 518 | 4270 | 6.35
Tap cell | 1903 | 2380 | 3.54
Clock buffer | 157 | 3260 | 4.84
Inverter | 14 | 56.3 | 0.0837
Clock inverter | 54 | 767 | 1.14
Multi-Input combinational cell | 3820 | 30700 | 45.7
Antenna cell | 75 | 188 | 0.279
Sequential cell | 1024 | 25600 | 38.1
Power is estimated from default activity; no workload was simulated.
