### /design/flow/design.v
`timescale 1ns / 1ps
module single_alu(
	OP,
	A,
	B,
	res,
	zero,
	overflow
    );
	parameter num_one  = 32'h00000001;
	parameter num_zero = 32'h00000000;
	input  wire [31:0] A, B;
	input  wire [3 :0] OP;
	output reg  [31:0] res;
	output wire zero, overflow;
	wire [31:0] res_add, res_sub, res_and, res_or, res_nor, res_slt, res_xor, res_srl;
	assign res_add = A + B;
	assign res_sub = A - B;
	assign res_and = A & B;
	assign res_or  = A | B;
	assign res_nor = ~(A | B);
	assign res_slt = (A < B) ? num_one : num_zero;
	assign res_xor = A ^ B;
	assign res_srl = B >> 1;
	always @*
		case (OP)
			4'b0000: res = res_and;
			4'b0001: res = res_or;
			4'b0010: res = res_add;
			4'b0011: res = res_xor;
			4'b0100: res = res_nor;
			4'b0101: res = res_srl;
			4'b0110: res = res_sub;
			4'b0111: res = res_slt;
			default: res = res_add;
		endcase
	assign zero = (res == 0) ? 1 : 0;
endmodule
### /design/flow/run.sh
#!/bin/bash
# OpenROAD 26Q1-2900-gdf79404cd8, Yosys 0.63+post, stock flow scripts
make -C /OpenROAD-flow-scripts/flow DESIGN_CONFIG=/design/flow/config.mk WORK_HOME=/design/flow/orfs finish
### /design/flow/constraint.sdc
current_design single_alu

set clk_period 26.1
set clk_io_pct 0.2

create_clock -name clk0 -period $clk_period

set non_clock_inputs [all_inputs -no_clocks]
set_input_delay [expr $clk_period * $clk_io_pct] -clock clk0 $non_clock_inputs
set_output_delay [expr $clk_period * $clk_io_pct] -clock clk0 [all_outputs]
### /design/flow/config.mk
export PLATFORM = sky130hd
export DESIGN_NAME = single_alu
export DESIGN_NICKNAME = single_alu
export VERILOG_FILES = /design/flow/design.v
export SDC_FILE = /design/flow/constraint.sdc
export NUM_CORES = 4
export LEC_CHECK = 1
export CORE_UTILIZATION = 40
==> changes_impl.md <==
### Changed

* Status: complete, no violations
* Critical path type: primary input to primary output
* Core area at roughly 17000 µm²
* Post-Syn Instances at roughly 1000
* Crit path to: zero
* Crit path time final at 15.31 ns
* Share of cells above drive strength 1 at about 7.3%
* Adder Share, Synth at 18.4%
* Log Warnings at 96
* Hold Buf Count CTS at 0
* Critical Path Fanout Max at 14
* Post-Synth XOR/XNOR Area at less than 1%
* AO/OA Area Share at between 40% and 50%
* DR iter-0 viols at 716
* GR peak layer: met2
* Startpoint types: primary input
* Ys cells at 1000
* M3 GR Usage at 3.46%
* Initial Utilization at between 40 and 50%
* Final Util at 47.1%
* Drt drc at 0
* Diode count at 0
* Gpl congestion at 1.01
* Layout clock buffers at 0
* Mux cell area share after synthesis at 3.41%
* Final setup violating endpoints at 0
* Worst Setup End Kind: primary output
* Worst slew margin at between 30% and 40%
* Final wirelength at 25.8 mm
* Max Freq at roughly 65 MHz
* Remaining Overflow, GRT at 0
* Worst EP required at 20.88 ns
* HP Class: primary input to primary output
* Total number of vias at about 7900
* Power density over the cells at 22.9 nW/µm²
* Cell row count at 47
* Drt first pass iters at 5
* Die width at roughly 130 µm
* Mean Syn Cell Area at 6.75 µm²
* Dpl hpwl at 19.9 mm
* Initial antenna violation count at 0
* Basic Gates by Area at about a quarter
* Worst Path Arrival at 10.09 ns
* Final Cycle Share at 58.6%
* Post-route non-filler standard cell count at 1273
* Comb area leader: AND-OR/OR-AND gates
* Flop area at 0 µm²
* Synthesis warning total at 2
* Cell area leaders: ha_1 18%, inv_1 5.8%, a21oi_1 5.3%
* Launch point of the worst path: A[6]
* Chip area at roughly 17000 µm²
* First-pass GRT wire length at 40.6 mm
* Yosys top cell by area: ha_1
* Die height at 132 µm
* Slew Limit Fails at 0
* Peak VDD IR at about 0.019 mV
* Largest net degree at the start of global routing at 48
* Flip-flops at 0
* Io pins at 102
* Slew @ Worst Pin at between 1 and 1.5 ns
* Antenna viol nets, final at 0
* Vias in the first global route at around 7300
* Yosys cell types at 105
* Placed cell count at about 1300
* YS chip area at just under 7000 µm²
* Area fraction of the dominant cell type after synthesis at 17.8%
* GRT met1 Usage at 42.3%
* Max-cap violations at 0
* Final hold vios at 0
* GRT Util Overall at 29.7%
* Met2 usage at 46.5%
* TNS Setup at 0 ns
* Gates resized, CTS repair at 0
* Area Overhead vs Synth at 15.4%
* Post-CTS setup buffers at 0
* Seq share, synth at 0%
* Lkg Pwr at 3.25 nW
* RSZ-0062 raised after global routing: false
* Mapped cell area at 6750 µm²
* Input/output buffers at 101
* Via density at 6.21
* Routed len/inst at 20.3 µm
## worst min-delay path by stage
stage	start	endpoint	slack, ns	depth (start not counted)
5_1_grt	OP[1]	res[1]	11.43	4
6_report	OP[1]	res[1]	11.39	4
4_1_cts	OP[1]	res[1]	11.37	4
## cells by family (layout without fill, tap and decap cells)
logic type,after synthesis,count (layout)
adder cells (fa/ha/maj),98,98
AND-OR/OR-AND,379,379
XOR/XNOR,2,2
multiplexers,22,22
other,1,1
buffers and inverters,171,224
AND/OR/NAND/NOR,327,327
## report_power, final
part,total [W],internal [W],switching (W)
clock,0,0,0
combinational,0.000178,0.0000751,0.000103
sequential,0,0,0
## synth_stat cells, types with 4 or more instances
master and instances:
mux2_2 8, nand3_1 16, buf_6 5, o21ai_0 63
nor4_2 4, a22oi_1 26, and2_1 6, nor2_1 89
o41ai_1 5, buf_4 8, o22ai_1 9, o211ai_1 20
a211o_1 5, or3_1 8, o21a_1 9, mux2i_1 14
o2111ai_1 5, inv_1 105, a2111oi_0 12, nor4_1 9
o21ai_1 5, nand2b_1 13, a311oi_1 7, ha_1 96
a221o_1 5, a41oi_1 5, a21oi_1 71, a221oi_1 9
a21o_2 5, nor2b_1 16, clkbuf_1 24, o31ai_1 11
nand4_1 20, a31oi_1 10, a21o_1 11, o21bai_1 13
nand2_1 82, clkbuf_8 8, buf_2 17, nor3_1 22
a211oi_1 16, o221ai_1 8, and3_1 6
## worst max-delay path: stages
cell	delay (ns)
clkdlybuf4s50_1	0.51
inv_1	0.06
ha_1	0.61
nor2b_1	0.21
a2111oi_2	0.43
a21oi_1	0.25
o21ai_1	0.37
nor2b_1	0.29
mux2i_1	0.23
a21oi_1	0.13
a2111oi_0	0.73
nand4_1	0.28
nor4_2	0.26
clkdlybuf4s50_1	0.50
## final cells by class
cell class / instances / area [µm²]
fillers: 1715 / 8740
inverters: 107 / 402
multi-input cells: 829 / 5990
well taps: 220 / 275
repair buffers: 117 / 1120
## through the flow
stage	instance area, µm²	setup WS (ns)	hold WS (ns)	power (W)
floorplan	6750	12.92	10.68	0.000112
global placement	7780	10.82	11.35	0.000176
detailed placement	7780	10.86	11.37	0.000175
CTS	7780	10.83	11.37	0.000176
global route	7780	10.41	11.43	0.000194
finish	7780	10.79	11.39	0.000178
## layer usage
layer / part of all wire (%) / vias up
met5: 0 / -
met4: 3.7 / 0
met3: 7.3 / 53
met2: 44 / 342
met1: 45 / 3656
li1: - / 3858
## cells in the final DEF, fill, tap and decap left out, types with 20 or more instances in the layout
master           instances
nor3_1                  22
a21oi_1                 70
nand4_1                 20
o21ai_0                 63
clkdlybuf4s50_1         99
nand2_1                 82
ha_1                    96
o211ai_1                20
nor2_1                  89
a22oi_1                 26
inv_1                  105
No activity file was given, so power comes from the tool's default toggle rates.
