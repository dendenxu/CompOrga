`design/flow/design.v`:
```
`timescale 1ns / 1ps
module single_gpr(
	clk, rst,
	i_addr1, i_addr2, i_addr3,
	i_wreg,  i_wdata, i_wen,
	o_op1,   o_op2,   o_op3
    );
	input  wire clk, rst, i_wen;
	input  wire [ 4:0] i_addr1, i_addr2, i_addr3, i_wreg;
	input  wire [31:0] i_wdata;
	output wire [31:0] o_op1, o_op2, o_op3;
	reg  [31:0] mem[31:0];
	assign o_op1 = mem[i_addr1];
	assign o_op2 = mem[i_addr2];
	assign o_op3 = mem[i_addr3];
	always @(posedge clk or posedge rst)
		if (rst == 1'b1) mem[0] = {32{1'b0}};
		else if (i_wen) mem[i_wreg] = (i_wreg == {5{1'b0}}) ? {32{1'b0}} : i_wdata; 
endmodule
```
`design/flow/run.sh`:
```
#!/bin/bash
# OpenROAD 26Q1-2900-gdf79404cd8, Yosys 0.63+post, stock flow scripts
make -C /OpenROAD-flow-scripts/flow DESIGN_CONFIG=/design/flow/config.mk WORK_HOME=/design/flow/orfs finish
```
`design/flow/config.mk`:
```
export PLATFORM = sky130hd
export DESIGN_NAME = single_gpr
export DESIGN_NICKNAME = single_gpr
export VERILOG_FILES = /design/flow/design.v
export SDC_FILE = /design/flow/constraint.sdc
export NUM_CORES = 4
export LEC_CHECK = 1
export CORE_UTILIZATION = 30
```
`design/flow/constraint.sdc`:
```
current_design single_gpr

set clk_period 10.0
set clk_io_pct 0.2

create_clock -name clk0 -period $clk_period [get_ports {clk}]

set non_clock_inputs [all_inputs -no_clocks]
set_input_delay [expr $clk_period * $clk_io_pct] -clock clk0 $non_clock_inputs
set_output_delay [expr $clk_period * $clk_io_pct] -clock clk0 [all_outputs]
```
==> flow_summary.toml <==
# implementation run metrics
[timing]
drv_slew = 0
max_slew_margin_pct = 3.98
setup-violations-final = 0
hold_viol_final = 0
rsz0062_at_grt = "false"
finalCriticalPeriod_ns = 9.04
final.setup.tns_ns = 0
fin_crit_sh_pct = 90.4
max_freq_ghz = 0.111
fin_skew_ns = 0
tightest_slew_ns = 1.44

[detailed_routing]
via_count = 51600
wl_per_cell_um = 57.6
antenna_left = 0
wl_um = 392000
drcViolationCount = 0
post_drt_via_cell_ratio = 7.57
drt-pass1-iter-count = 11
drt_iter0_markers = 7907

[critical_path]
r2r_start = "mem[0][31]$_DFFE_PP0P_"
cp.required_ns = 8.00
crit_path_start_kind = "input pin"
regToRegSetupSlack_ns = 9.18
end_kind = "output port"
worst-setup-path-type = "in -> out"
slowest_stage = "clkdlybuf4s50_1"
worstPathCellList = "clkdlybuf4s50_1 > nand2b_1 > nor2_4 > buf_4 > buf_4 > a22oi_1 > nand2_1 > nor4_1 > a21oi_1 > clkdlybuf4s50_1"
r2r_cells = 1
critPathMaxFanout = 14
cpPeakStageDelay_ns = 1.14
cp_num_buf_inv = 4
r2r_end = "mem[0][31]$_DFFE_PP0P_"
cp_top_family = "buffers and inverters"
arrival_ns = 7.04

[logic_synthesis]
yosys_area_mm2 = 0.0504
ys_sh_mux_pct = 1.15
synth-compound-area-share_pct = 23.9
top_logic_kind = "AND-OR/OR-AND gates"
top_cell_area_share_pct = 59.1
syn_area_per_cell_um2 = 12.1
ys_seq_share_pct = 60.7
adder_share_pct = 0
edf_count = 992
xor_share_pct = 0
synth_area_mm2 = 0.0504
ys_warn_count = 2
synthArstFlopShare_pct = 3.13
yosysTopAreaCell = "edfxtp_1"
syn_inst = 4172
synth_flops = 1024
flop_cell = "edfxtp_1"
ys_sh_simple_pct = 11.1
ys_types = 68
ys_top_cells_by_area = "edfxtp_1 (59%), a22oi_1 (18%), nand2_1 (2.6%)"
ys_cells = 4172

[clock_network]
cts_resized = 0
clock-sinks = 1024
cts.clk_slew.worst_paths_ns = 0.07
numCtsBuffers = 118
htreeDepth = 3
ctsLongestPathBuffers = 3
postCtsHoldBufs = 0
post_cts_buffers = 0
insertion_delay_ns = 0.78
tritoncts = "built"
ctsRootBufferMaster = "clkbuf_16"

[global_route]
antenna_found_initial = 33
grt_max_degree = 51
grt-ovfl-total = 0
grt_pass1_vias = 50600
grt_pass1_wl_um = 500000
grt_use_total_pct = 48.1

[place]
place_congestion = 1.11
portBuffers = 150
hpwl_um = 243000

[floorplanning]
core-area_mm2 = 0.167
dieHeight_um = 412
die_w_um = 412
io_pins = 151
rows = 150
chipArea_mm2 = 0.170
initCoreUtil_pct = 30.2

[final_layout]
area_delta_synth_final_pct = 21.4
seq_area_mm2 = 0.0306
largest_reg_flops = 1024
drive_gt1_share_pct = 15.9
nFillCells = 15900
multiInputGateArea_mm2 = 0.0191

[power]
p_leak_nw = 20.0
total_power_mw = 10.5
powerDensity_mw_per_mm2 = 172
peakVddDrop_uv = 162

[run]
maxCapViolCount = 0
tool_warnings = 26

[min_path]
hold_end = "mem[0][13]$_DFFE_PP0P_"
min-delay-start = "mem[0][13]$_DFFE_PP0P_"
hold_depth = 1
hp-class = "reg -> reg"

[outcome]
outcome = "completed"
-- layout make-up --
cell class | count | area share (%)
Antenna cell | 50 | 0.205
Tap cell | 2204 | 4.51
Sequential cell | 1024 | 50.0
Multi-Input combinational cell | 2794 | 31.2
Clock buffer | 142 | 5.19
Timing Repair Buffer | 503 | 7.20
Inverter | 15 | 0.0921
Clock inverter | 83 | 1.56
-- how the worst max path moves through the flow --
stage     startpoint         to  slack, ns  cells after the start
4_1_cts   i_addr3[3]  o_op3[25]       1.33                     10
5_1_grt   i_addr3[3]  o_op3[25]       1.18                     10
6_report  i_addr3[3]  o_op3[25]       0.96                     10
-- Yosys cell counts (16+ instances only) --
cell type	n
a21oi_1	117
a221oi_1	50
a222oi_1	38
a22o_1	45
a22oi_1	1186
a31oi_1	25
and2_1	70
and3_1	18
buf_1	16
buf_2	153
buf_4	20
clkbuf_1	150
dfrtp_1	32
edfxtp_1	992
mux2i_1	39
nand2_1	352
nand3_1	80
nand3b_1	17
nand4_1	137
nor2_1	232
nor2_2	16
nor3_1	75
nor4_1	46
o21ai_0	30
o32a_1	24
or3_1	18
-- cell usage in the layout (no fill, tap or decap), types with 24 or more instances in the layout --
cell,netlist,final
clkbuf_16,0,121
dfrtp_1,32,32
o21ai_0,30,30
mux2i_1,39,39
a221oi_1,50,50
a21oi_1,117,117
nor2_1,232,121
edfxtp_1,992,992
o32a_1,24,24
clkinv_2,0,24
nand3_1,80,79
nand2_1,352,349
nand4_1,137,137
a31oi_1,25,25
a22oi_1,1186,1186
clkdlybuf4s50_1,0,143
a22o_1,45,45
nor2_4,3,125
nor3_1,75,75
buf_4,20,330
nor4_1,46,46
and2_1,70,70
a222oi_1,38,38
diode_2,0,50
-- per-layer routing --
layer,up-vias,global-route usage [%],routed length [µm]
met5,-,7.46,1130
met2,6516,60.0,151000
li1,18000,-,-
met3,2012,41.2,79700
met1,25000,53.1,125000
met4,61,31.7,34600
-- power by group --
group | switching [mW] | leakage (nW) | internal, mW
clock network | 2.00 | 1.98 | 2.71
logic | 0.697 | 8.72 | 0.327
registers | 0.0312 | 9.30 | 4.74
total | 2.73 | 20.0 | 7.78
-- through the flow --
| stage | cell area [µm²] | worst slack, ns | hold slack (ns) | util, % | instances |
|---|---|---|---|---|---|
| 2_1_floorplan | 50400 | 4.41 | 0.501 | - | 4172 |
| 3_3_place_gp | 56900 | 1.38 | 0.534 | 34.1 | 6540 |
| 3_5_place_dp | 56900 | 1.36 | 0.532 | 34.1 | 6540 |
| 4_1_cts | 61000 | 1.33 | 0.554 | 36.6 | 6765 |
| 5_1_grt | 61100 | 1.18 | 0.578 | 36.6 | 6771 |
| 6_report | 61200 | 0.959 | 0.551 | 36.7 | 6815 |
-- cell families after synthesis --
kind of cell	after synthesis
DFF	1024
muxes	53
AOI/OAI and AO/OA	1608
buffers and inverters	354
and+or+nand+nor	1133
Power and IR drop assume default switching activity.
